===== ./run.sh =====
#!/bin/bash
# OpenROAD 26Q1-2900-gdf79404cd8, Yosys 0.63+post, stock flow scripts
make -C /OpenROAD-flow-scripts/flow DESIGN_CONFIG=/design/flow/config.mk WORK_HOME=/design/flow/orfs finish

===== ./config.mk =====
export PLATFORM = sky130hd
export DESIGN_NAME = shuffle
export DESIGN_NICKNAME = shuffle
export VERILOG_FILES = /design/flow/design.v
export SDC_FILE = /design/flow/constraint.sdc
export NUM_CORES = 4
export LEC_CHECK = 1
export CORE_UTILIZATION = 50

===== ./constraint.sdc =====
current_design shuffle

set clk_period 1.5
set clk_io_pct 0.2

create_clock -name clk0 -period $clk_period [get_ports {clk}]

set non_clock_inputs [all_inputs -no_clocks]
set_input_delay [expr $clk_period * $clk_io_pct] -clock clk0 $non_clock_inputs
set_output_delay [expr $clk_period * $clk_io_pct] -clock clk0 [all_outputs]

===== ./design.v =====
module shuffle(
			input clk, rst, init_fin,
			input logic [7:0] q,
			input logic [23:0] secret_key,
			output logic wren, end_2a,
			output logic [7:0] data, addr
			);
logic [7:0] addr_i, addr_j, secret_key_set, data_i, data_j, init_data;
logic [15:0] state;
logic gen_addr, read1, read2, store1, store2, mix,write1,write2,swap_data;
logic task1, task2;
logic [1:0] k;
parameter [1:0] keylength = 3;
parameter shuff_idle =		16'b0000_0100_0000_0000;
parameter read_i =			16'b0000_0000_0000_0100;
parameter stall_i =			16'b0000_0000_0001_0000;
parameter shuffle =			16'b0000_0000_0100_0000;
parameter read_j =			16'b0000_0000_0000_1000;
parameter stall_j =			16'b0000_0000_0010_0000;
parameter swap =			16'b0010_0010_0000_0000;
parameter en_wren_1 =		16'b0000_0000_0000_0010;
parameter write_data_i =	16'b0000_0000_1000_0010;
parameter stall_write =		16'b0100_0000_0000_0000;
parameter en_wren_2 =		16'b0000_0100_0000_0010;
parameter write_data_j =	16'b0000_0001_0000_0010;
parameter get_addr =		16'b0010_0000_0000_0001;
parameter shuffle_stall =	16'b1100_0000_0000_0000;
parameter shuffle_end =		16'b1001_0000_0000_0000;
assign gen_addr = state[0];
assign wren = state[1];
assign read1 = state[2];
assign read2 = state[3];
assign store1 = state[4];
assign store2 = state[5];
assign mix = state[6];
assign write1 = state[7];
assign write2 = state[8];
assign swap_data = state[9];
assign end_2a = state[12];
logic clk_half;
always_ff @(posedge clk)
	clk_half <= !clk_half;
always_ff @(posedge gen_addr) begin
	if (rst)
		addr_i <= 0;
	else
		addr_i <= addr_i + 1;
end
assign init_data = addr_i;
always_ff @(posedge clk) begin
	if (wren) begin
		if (write1) begin
			addr <= addr_i;
			data <= data_j;
			end
		else if (write2) begin
			addr <= addr_j;
			data <= data_i;
			end
		else
			addr <= addr;
	end
	else if (read1)     
		addr <= addr_i;
	else if (store1)    
		data_i <= q;
	else if (read2)	  
		addr <= addr_j; 
	else if (store2)	  
		data_j <= q;
	else if (end_2a)
		addr <= 0;
	else					 
		addr <= addr;
end
assign k = addr_i % keylength;
always_comb begin
	case (k)
		0:			secret_key_set = secret_key[23:16];
		1: 			secret_key_set = secret_key[15:8];
		2:			secret_key_set = secret_key[7:0];
		default: 	secret_key_set = 0;
	endcase
end
always_ff @(posedge mix) begin
	addr_j <= addr_j + data_i + secret_key_set;			 
end
always_ff @(posedge clk_half, posedge rst) begin
	if (rst)
		state <= shuff_idle;
	else
		case (state)
			shuff_idle:		if (init_fin)
								state <= read_i;
							else
								state <= shuff_idle;
			read_i:			state <= stall_i;
			stall_i:		state <= shuffle;
			shuffle:		state <= read_j;
			read_j:			state <= stall_j;
			stall_j:		state <= swap;
			swap:			state <= en_wren_1;
			en_wren_1:		state <= write_data_i;
			write_data_i:	state <= stall_write;
			stall_write:	state <= en_wren_2;
			en_wren_2:		state <= write_data_j;
			write_data_j:	state <= get_addr;
			get_addr:		state <= shuffle_stall;
			shuffle_stall:	if (addr_i == 0)
								state <= shuffle_end;
							else
								state <= shuff_idle;
			shuffle_end:	state <= shuffle_end;
			default:		state <= shuff_idle;
		endcase
end
endmodule

==> results_slide.txt <==
Key Metrics from the Run

Final layout
  • Most frequent logic cell in the layout: clkdlybuf4s50_1
  • Logic area: between 1500 and 2000 um^2
  • Fillers: 615
  • Synth-to-Final Area Change: 18.6%
  • Top cells excl fill/tap: clkdlybuf4s50_1 (52), edfxtp_1 (32), inv_1 (26)
  • Final Util: 61.0%
  • Share of layout cells above drive strength 1: about 9%
  • Reg area: 1680 um^2

Synthesis
  • Ys async rst share: about a quarter
  • Syn Inst Count: 353
  • Yosys cell count: 353
  • Mapped Area: between 3000 and 4000 um^2
  • Ys Warns: 1
  • Post-Syn Area per Cell: 10.5 um^2
  • Yosys Chip Area: 3710 um^2
  • Count of library flops with an enable pin: 32
  • Prevailing post-synth register cell: edfxtp_1
  • Synth cell types: 66
  • Post-synth seq share: 45.2%
  • Flop and latch count out of synthesis: 64

Outcome
  • Status: finished clean

Detailed routing
  • Antenna Cells: 0
  • # DRC: 0
  • Vias per cell: 5.59
  • WL/cell: 15.0 um
  • Via count: about 2800
  • Routed WL: about 7400 um
  • First-pass DRT Iterations: 4
  • Final ANT Viol Nets: 0
  • First DRT Iteration DRCs: 77

Global route
  • Initial antenna violation count: 0
  • First-pass GRT wire length: 12200 um
  • Largest net degree at the start of global routing: 19
  • All-Layer GR Usage: between 20% and 30%
  • Vias in the first global route: 2493
  • Gr ovfl total: 0

Placement
  • Routability congestion estimate: 0.926
  • Pre-CTS setup slack: approximately 440 ps
  • Dpl hpwl: 5560 um
  • I/O Buffers: approximately 52

Pwr
  • Worst IR drop on VDD: between 0.9 and 1 mV
  • Power Dens Cells: about 490 nW/um^2
  • Leak: 1.72 nW

Critical path
  • Slowest cell delay on critical path: roughly 460 ps
  • CP Class: reg -> out
  • Critical-path maximum fanout: 1
  • Worst r2r src: data_i[1]
  • Register-to-Register Setup Slack: 520 ps
  • Top Family by Delay on Critical Path: buffers and inverters
  • Critical path arrival: about 1100 ps
  • Critical-path top delay cell: clkdlybuf4s50_1
  • Worst r2r dst: data[1]
  • CP Buf/Inv Count: 1
  • Critical Path Sink: data[7]
  • Critical path cell sequence: clkdlybuf4s50_1
  • Worst path depth: 1
  • Startpoint types: flip-flop
  • Worst setup path start: data[7]
  • Worst Reg2Reg Path Length in Cells: 1
  • WP data required: 1200 ps
  • Setup crit end kind: output port

CTS
  • Max clock buf depth: 2
  • Cts hold-fix bufs: 0
  • CTS clock-pin slew for the worst setup and hold paths: 70 ps
  • CTS tree: done
  • Worst-Skew Late Latency: about 280 ps
  • H-tree levels: 2
  • PostCTS Resize Cnt: 0
  • Clock root buffer: clkbuf_8
  • Post-CTS Setup Bufs: 0
  • CTS buffer count: 5

Flow run
  • Max-cap viol count: 0
  • OpenROAD warning count: 28

Final timing
  • RSZ-0062 raised after global routing: false
  • Period utilization: 92.4%
  • Final TNS setup: 0 ps
  • Final Skew: 3.13 ps
  • Hold Vio Cnt, Final: 0
  • Final Slew Violations: 0
  • Crit path time final: around 1400 ps
  • Pin slew with the least headroom to its limit: 792 ps
  • Slew margin rel.: 47.1%
  • Setup ws final: 115 ps
  • Final setup violation count: 0
  • Endpoints left unconstrained: 73
  • Register pins left without a clock: 31
  • Max frequency: between 700 and 800 MHz

Die
  • Fp util: 51.4%
  • Full die area: 7770 um^2
  • Die height: 88.2 um
  • Horiz. Die Dim: 88.2 um
  • # rows: 31
  • CORE AREA: between 7000 and 8000 um^2
  • Io pins: 53

Min path
  • Hold Path Class: reg -> reg
  • Hold path depth: 1
==> report_power, final <==
part	switching (mW)	leakage [nW]	internal, mW
Clock	0.343	0.0687	0.669
Sequential	0.000460	0.638	1.00
Combinational	0.0557	1.01	0.106
Total	0.399	1.72	1.78
==> logic make-up after synthesis <==
logic type | share of synthesized area (%)
adder cells (fa/ha/maj) | 8.02
XOR/XNOR | 4.92
flip-flops | 45.2
AND/OR/NAND/NOR | 19.4
buffers and inverters | 5.80
multiplexers | 2.09
AND-OR/OR-AND | 14.5
==> synth_stat cells, types with 3 or more instances <==
cell type | number | area, um^2
nor4_1 | 9 | 56.3
nand3_1 | 11 | 55.1
nand3b_1 | 3 | 22.5
o211ai_1 | 3 | 22.5
nand2_1 | 21 | 78.8
and3_1 | 3 | 18.8
nor3_1 | 17 | 85.1
dfxtp_1 | 17 | 340
clkbuf_1 | 12 | 45.0
nor2_1 | 21 | 78.8
a2bb2oi_1 | 4 | 35.0
o21ai_0 | 7 | 35.0
inv_1 | 26 | 97.6
edfxtp_1 | 32 | 961
a221oi_1 | 15 | 131
nand4_1 | 3 | 18.8
mux2_2 | 6 | 67.6
nor3b_1 | 4 | 30.0
dfrtp_1 | 14 | 350
a22o_1 | 8 | 70.1
xnor2_1 | 12 | 105
buf_6 | 3 | 33.8
nor4b_1 | 4 | 35.0
buf_4 | 4 | 30.0
ha_1 | 11 | 138
a21oi_1 | 13 | 65.1
fa_1 | 8 | 160
xor2_1 | 7 | 61.3
a21o_1 | 3 | 22.5
o21ai_1 | 6 | 30.0
o31ai_1 | 3 | 22.5
==> area by class of cell <==
cell class	instances	area share, %
inverter	27	2.30
timing repair buffer	55	12.3
sequential	64	38.1
tap	99	2.81
clock buffer	5	1.56
clock inverter	3	1.56
multi-input combinational	242	41.3
==> registers in the layout, indices dropped and copies added, names as in the netlist <==
signal / cells
state: 15
addr: 8
addr_i: 8
addr_j: 8
data: 8
data_i: 8
data_j: 8
clk_half: 1
==> metal layers <==
metal  up-vias  track usage [%]  wire length (um)
met2        85             31.4              3340
met4         0             1.47                65
li1       1389                -                 -
met1      1286             37.7              3590
met3         8             3.24               420
met5         -                0                 0
==> metrics by stage <==
step	total power, mW	hold WS, ps	cell area, um^2	instances
2_1_floorplan	1.08	399	3710	353
3_3_place_gp	1.18	360	4260	487
3_5_place_dp	1.19	364	4260	487
4_1_cts	2.20	384	4400	495
5_1_grt	2.25	406	4400	495
6_report	2.18	384	4400	495
==> worst min-delay path by stage <==
stage / start / end
4_1_cts: clk_half / clk_half
5_1_grt: clk_half / clk_half
6_report: clk_half / clk_half
No activity file was given, so power comes from the tool's default toggle rates.
