File: flow/run.sh
#!/bin/bash
# OpenROAD 26Q1-2900-gdf79404cd8, Yosys 0.63+post, stock flow scripts
make -C /OpenROAD-flow-scripts/flow DESIGN_CONFIG=/design/flow/config.mk WORK_HOME=/design/flow/orfs finish
File: flow/config.mk
export PLATFORM = sky130hd
export DESIGN_NAME = datapath
export DESIGN_NICKNAME = datapath
export VERILOG_FILES = /design/flow/design.v
export SDC_FILE = /design/flow/constraint.sdc
export NUM_CORES = 4
export LEC_CHECK = 1
export CORE_UTILIZATION = 50
File: flow/constraint.sdc
current_design datapath

set clk_period 2.4
set clk_io_pct 0.2

create_clock -name clk0 -period $clk_period [get_ports {clk}]

set non_clock_inputs [all_inputs -no_clocks]
set_input_delay [expr $clk_period * $clk_io_pct] -clock clk0 $non_clock_inputs
set_output_delay [expr $clk_period * $clk_io_pct] -clock clk0 [all_outputs]
File: flow/design.v
module datapath(
			input clk, rst,
			input logic [7:0] q,
			input logic [23:0] secret_key,
			output logic wren,
			output logic [7:0] data, addr
			);
logic [7:0] init_data, addr_i, addr_j, secret_key_set, data_i, data_j, tmp_data;
logic [15:0] state;
logic gen_addr, read1, read2, store1, store2, mix;
logic task1, task2;
logic [1:0] k;
parameter [1:0] keylength = 3;
parameter init_idle = 		16'b0001_0000_0000_0000;
parameter init_stall =		16'b0011_0000_0000_0000;
parameter init_write =		16'b0001_0000_0000_0011;
parameter init_end =		16'b1001_0000_0000_0000;
parameter shuff_idle =		16'b0000_0100_0000_0000;
parameter read_i =			16'b0000_0000_0000_0100;
parameter stall_i =			16'b0000_0000_0001_0000;
parameter shuffle =			16'b0000_0000_0100_0000;
parameter read_j =			16'b0000_0000_0000_1000;
parameter stall_j =			16'b0000_0000_0010_0000;
parameter swap =			16'b0010_0010_0000_0000;
parameter write_data_i =	16'b0000_0000_1000_0010;
parameter stall_write =		16'b0100_0000_0000_0000;
parameter write_data_j =	16'b0000_0001_0000_0010;
parameter get_addr =		16'b0010_0000_0000_0001;
parameter shuffle_stall =	16'b1100_0000_0000_0000;
parameter shuffle_end =		16'b1000_0000_0000_0000;
assign gen_addr = state[0];
assign wren = state[1];
assign read1 = state[2];
assign read2 = state[3];
assign store1 = state[4];
assign store2 = state[5];
assign mix = state[6];
assign write1 = state[7];
assign write2 = state[8];
assign swap_data = state[9];
assign init = state[12];
always_ff @(posedge gen_addr) begin
	if (rst)
		addr_i <= 0;
	else
		addr_i <= addr_i + 1;
end
assign init_data = addr_i;
always_ff @(posedge clk) begin
	if (wren) begin
		if (init) begin
			addr <= addr_i;
			data <= init_data;
			end
		else if (write1) begin
			addr <= addr_i;
			data <= data_j;
			end
		else if (write2) begin
			addr <= addr_j;
			data <= data_i;
			end
		else
			addr <= addr;
	end
	else if (read1)
		addr <= addr_i;
	else if(store1)
		data_i <= q;
	else if (read2)
		addr <= addr_j;
	else if (store2)
		data_j <= q;
	else
		addr <= addr;
end
assign k = addr_i % keylength;
always_comb begin
	case (k)
		0:			secret_key_set = secret_key[23:16];
		1: 			secret_key_set = secret_key[15:8];
		2:			secret_key_set = secret_key[7:0];
		default: 	secret_key_set = 0;
	endcase
end
always_ff @(posedge mix) begin
	addr_j <= addr_j + data_i + secret_key_set;
end
always_ff @(posedge clk, posedge rst) begin
	if (rst)
		state <= init_idle;
	else
		case (state)
			init_idle:		state <= init_write;
			init_write:		state <= init_stall;
			init_stall:		if (addr == 0)
								state <= init_end;
							else
								state <= init_idle;
			init_end:		state <= shuff_idle;
			shuff_idle:		state <= read_i;
			read_i:			state <= stall_i;
			stall_i:		state <= shuffle;
			shuffle:		state <= read_j;
			read_j:			state <= stall_j;
			stall_j:		state <= swap;
			swap:			state <= write_data_i;
			write_data_i:	state <= stall_write;
			stall_write:	state <= write_data_j;
			write_data_j:	state <= get_addr;
			get_addr:		state <= shuffle_stall;
			shuffle_stall:	if (addr_i == 0)
								state <= shuffle_end;
							else
								state <= shuff_idle;
			shuffle_end:	state <= shuffle_end;
			default:		state <= init_idle;
		endcase
end
endmodule
==> qor.yml <==
outcome:
  outcome: "completed"
sta:
  hold_viol_final: 0
  rsz0062_at_grt: "false"
  finalSetupViolCount: 0
  slew_headroom_pct: 54.94
  fin_crit_ns: 1.986
  fin_setup_tns_ns: 0
  tightest_slew_ns: 0.6749
  finClkSkew_ns: 0.006847
  unclocked_regs: 16
  finalClockPeriodUsage_pct: 82.75
  slew_viol_final: 0
  clock.fmax_ghz: 0.5035
  untimed_endpoints: 16
route:
  finalWirelength_um: 7544
  wl_per_cell_um: 15.62
  firstDrtPassIters: 5
  antenna_left: 0
  vias: 2655
  drc_errors: 0
  diodes: 0
  drt_iter0_drc: 152
  vias_per_cell: 5.497
worst_setup_path:
  cp.required_ns: 2.60
  cp.arrival_ns: 2.18
  worst-path-max-fanout: 12
  crit_path_start_kind: "flip-flop"
  critPathKind: "flip-flop to flip-flop"
  crit_path_end_kind: "flip-flop"
yosys:
  netlist_top_cells_area: "edfxtp_1 26%, dfrtp_1 9.6%, dfxtp_1 8.8%, fa_1 4.4%, mux2i_1 4.4%"
  edf_count: 32
  yosysWarnings: 5
  yosys_cells: 342
  postSynthSeqShare_pct: 45.52
  synthCells: 342
  top_area_cell: "edfxtp_1"
  ys.flops: 63
  syn_area_per_cell_um2: 10.65
  ys_area_um2: 3642
  synth_area_um2: 3642
  synth-main-ff-cell: "edfxtp_1"
  synth.distinct_cells: 62
  yosysTopAreaCellShare_pct: 26.38
  async_flop_share_pct: 23.81
floorplanning:
  die-area_um2: 7630
  fp.dieH_um: 87.35
  rows: 30
  core_area_um2: 6907
  fp_util_pct: 52.74
  die_width_um: 87.35
  ioPinCount: 51
global_route:
  grt_first_pass_wirelength_um: 11930
  first_global_vias: 2517
  grt_max_degree: 27
  gr-total-overflow: 0
  antenna_found_initial: 0
  track_usage_pct: 21.86
placement:
  dp.cells: 475
  portBuffers: 50
  dpl.hpwl_um: 5799
  gp_congestion: 0.9710
run:
  maxCapViolCount: 0
  warnings: 28
power_and_ir_drop:
  powerDensity_nw_per_um2: 357.9
  leakagePower_nw: 1.654
  totalPowerFinal_mw: 1.541
  ir_drop_mv: 0.4102
min_path:
  hp-class: "flip-flop to flip-flop"
clock_network:
  cts.path.max_buffers: 2
  numCtsBuffers: 5
  clk_pin_slew_ns: 0.09
  post_cts_buffers: 0
  cts_tree: "built"
  cts-root-buf: "clkbuf_8"
  htreeDepth: 2
  cts_resized: 0
  clk_latency_ns: 0.30
  cts.hold.buffers_added: 0
layout:
  drive_above_1_share_pct: 8.269
  syn_to_final_growth_pct: 18.24
  final_cell_mix: "50 x clkdlybuf4s50_1, 37 x nand2_1, 32 x edfxtp_1, 26 x nor2_1, 19 x o21ai_0"
  mostFrequentLayoutCell: "clkdlybuf4s50_1"
  final_cells: 483
-- state kept, by name (all words and copies together), names as in the netlist --
signal / cells
data: 8
data_j: 8
addr: 8
data_i: 8
state: 15
addr_j: 8
addr_i: 8
-- critical path, stage by stage, from the launching register on --
cell      delay, ns
dfrtp_1        0.51
nor2_1         0.26
nand2_1        0.19
nor3_1         0.41
nand2b_1       0.23
nor4b_1        0.28
-- area by class of cell --
type / count / area, µm²
tap: 96 / 120.1
clock buffer: 5 / 68.82
sequential: 63 / 1658
clock inverter: 3 / 42.54
multi-input combinational: 246 / 1827
inverter: 16 / 60.06
fill: 583 / 2600
timing repair buffer: 54 / 530.5
-- report_power, final --
group,internal (mW),leakage [nW],switching [mW]
Combinational,0.0691,0.960,0.0361
Clock,0.310,0.0562,0.263
Sequential,0.863,0.637,0
Total,1.24,1.65,0.299
-- per-layer routing --
metal | share of wire (%) | global-route usage [%] | up-vias
met2 | 45 | 34.02 | 92
li1 | - | - | 1314
met3 | 8.4 | 5.288 | 8
met4 | 1.1 | 2.534 | 0
met1 | 45 | 34.80 | 1241
met5 | 0 | 0 | -
-- cells in the mapped netlist, drive strengths merged (4+ instances only) --
library cell	number
a21oi	10
buf	10
clkbuf	7
dfrtp	14
dfxtp	16
edfxtp	32
fa	8
ha	11
inv	16
mux2	4
mux2i	17
nand2	37
nand2b	5
nand3	11
nand3b	5
nor2	26
nor3	9
nor4	5
nor4b	4
o211ai	4
o21ai	20
o2bb2ai	5
xnor2	14
xor2	7
-- per-stage QoR --
stage          area (µm²)  setup WS [ns]  hold WS (ns)  util [%]
3_5_place_dp         4195         0.4685        0.5695     60.74
2_1_floorplan        3642         0.3789        0.5413         -
3_3_place_gp         4195         0.5170        0.5837     60.74
5_1_grt              4307         0.1582        0.6209     62.36
4_1_cts              4307         0.4532        0.5850     62.36
6_report             4307         0.4141        0.5830     62.36
-- final timing paths --
check	startpoint	endpoint	slack [ns]	cells after the start
max	state[6]$_DFF_PP0_	state[2]$_DFF_PP0_	0.41	5
min	state[7]$_DFF_PP0_	state[9]$_DFF_PP0_	0.58	3
max reg2reg	state[6]$_DFF_PP0_	state[2]$_DFF_PP0_	0.41	5
min reg2reg	state[7]$_DFF_PP0_	state[9]$_DFF_PP0_	0.58	3
max in group asynchronous	rst	state[14]$_DFF_PP0_	1.25	2
min in group asynchronous	rst	state[13]$_DFF_PP0_	0.78	2
-- cell families after synthesis --
kind of cell | count (synthesis) | synth area share (%)
simple gates | 123 | 17.83
flops | 63 | 45.52
compound gates | 62 | 12.44
buf+inv | 33 | 4.328
xor+xnor | 21 | 5.462
mux | 21 | 6.252
fa+ha+maj | 19 | 8.176
Power figures rest on the tool's default switching activity, not on a simulated workload.
